<file path="flow/run.sh">
#!/bin/bash
# OpenROAD 26Q1-2900-gdf79404cd8, Yosys 0.63+post, stock flow scripts
make -C /OpenROAD-flow-scripts/flow DESIGN_CONFIG=/design/flow/config.mk WORK_HOME=/design/flow/orfs finish
</file>
<file path="flow/config.mk">
export PLATFORM = sky130hd
export DESIGN_NAME = vending_machine
export DESIGN_NICKNAME = vending_machine
export VERILOG_FILES = /design/flow/design.v
export SDC_FILE = /design/flow/constraint.sdc
export NUM_CORES = 4
export LEC_CHECK = 1
export CORE_AREA = 10 10 70 70
export DIE_AREA = 0 0 80 80
</file>
<file path="flow/constraint.sdc">
current_design vending_machine

set clk_period 1.4
set clk_io_pct 0.2

create_clock -name clk0 -period $clk_period [get_ports {clk}]

set non_clock_inputs [all_inputs -no_clocks]
set_input_delay [expr $clk_period * $clk_io_pct] -clock clk0 $non_clock_inputs
set_output_delay [expr $clk_period * $clk_io_pct] -clock clk0 [all_outputs]
</file>
<file path="flow/design.v">
module vending_machine(
        input wire [1:0] in,
        input wire clk,
        input wire reset,
        output reg product,
        output reg change        
                      );
    parameter IDLE=3'b000,RS1=3'b001,RS2=3'b011,PRODUCT=3'b101, CHANGE=3'b111, Timeout=15;
    reg [2:0] state,next_state;
    reg [4:0] count=5'd0;
    always@(posedge clk)
    begin
        if (reset==1)
        begin
            state<=IDLE;
            count=0;
        end
        else
        begin
            count=count+1;
            state<=next_state; 
        end          
    end
     always@(state,in,count)
    begin
        case(state)
        IDLE:
        begin
        product=0;
        change=0;
        if(in==1)
            next_state=RS1;
        else if (in==2)
            next_state=RS2;
        else
            next_state=IDLE;
        end
        RS1:
        begin
        if(in==1)
            next_state=RS2;
        else if (in==2)
            next_state=PRODUCT;
        else
            if (count==Timeout)           
            begin
                next_state=IDLE;
                count=0;
            end
            else
                next_state=RS1;
        end 
        RS2:
        begin
        if(in==1)
            next_state=PRODUCT;
        else if (in==2)
            next_state=CHANGE;
        else
            if (count==Timeout)
            begin
                next_state=IDLE;
                count=0;
            end
            else
                next_state=RS2;
        end 
        PRODUCT:
        begin
        product=1;
        change=0;
        next_state=IDLE;
        end 
        CHANGE:
        begin
        product=1;
        change=1;
        next_state=IDLE;
        end 
        default:next_state=IDLE;   
        endcase
   end  
endmodule
</file>
==> metrics.csv <==
metric;value;unit
worstMarginPinSlew;0.307;ns
syn_inst;22;
r2r_end;state[0];
worst-path-stages;4;
status;completed;
syn_area_per_cell;10.4;um2
n_antenna_cell;0;
cp-start-kind;input pin;
comb_area;103;um2
cts_tree;done;
clock-root-buffer;clkbuf_4;
crit_family;buffers and inverters;
clk_pin_slew;0.05;ns
power.leakage;0.141;nW
fin_crit;1.36;ns
postCtsSetupRepairBufs;0;
ys_types;10;
simple_gate_share;13.7;%
grt-ovfl-total;0;
final_layout_size_suffix_gt1_share;19.4;%
critPathBufInv;1;
endpoint_kind;flip-flop;
flop_area;130;um2
htreeDepth;1;
cts_resized;3;
cts_inserted_buffers;3;
hold_path_end;state[4];
finalNonFillerCells;77;
fmax;0.733;GHz
clk_latency;0.24;ns
area_growth;63.7;%
synth_area;228;um2
grt_max_degree;6;
final_area;373;um2
slew_viol_final;0;
synth.logic.top_family;AND-OR/OR-AND gates;
ff2ff_setup_slack;0.47;ns
max_stage_delay;0.53;ns
ys.flops;7;
grt_antenna_before_repair;0;
place_congestion;0.666;
detail_route.wl_per_cell;7.77;um
drt-total-wl;598;um
fp-utilization;6.67;%
portBuffers;5;
die_x;80;um
mux_share;0;%
clk_path_buf_depth;2;
grt_first_pass_wirelength;917;um
ys_sh_aoi;14.8;%
firstDrtPassIters;4;
grt_use_total;1.79;%
num_vias;188;
reg2regPathDepth;2;
p_per_area;1020;mW/mm2
rows;21;
tool_warnings;26;
fin_util;10.9;%
fp.dieArea;0.00640;mm2
ys_cells;22;
yosys_area;228;um2
final_cell_mix;nor2_1 (5), dfxtp_1 (5), clkdlybuf4s50_1 (4);
die_y;80;um
cap_violations;0;
hpwl;394;um
vias_per_cell;2.44;
rsz0062_at_grt;no;
drtIter0Drc;45;
ys.warnings.count;16;
finalHoldViolations;0;
total_power;0.380;mW
untimed_endpoints;4;
critPathMaxFanout;3;
critPathRequiredTime;1.52;ns
placedCellCount;73;
skew;0.00457;ns
max-vdd-ir-drop;0.169;mV
crit_path_cell_trace;clkdlybuf4s50_1, ha_4, a222oi_1, nor2_1;
placed_area;335;um2
ios;6;
core_area;0.00342;mm2
setup_viol_count_final;0;
whs_path_depth;2;
crit_type;in2reg;
final_antenna_net_count;0;
unclocked_regs;2;
fillCellCount;402;
worstHoldPathType;reg2reg;
adder_share;11.0;%
crit_arrival;1.48;ns
cpMaxStageDelayCell;clkdlybuf4s50_1;
ctsHoldBuffers;0;
grt_pass1_vias;205;
reg2reg_from;state[4];
route.detailed.drc;0;
timing.max_slew.rel_slack;79.5;%
hold_path_startpoint;state[3];
min_period_over_period;97.4;%
synth-xor-area-share;0;%
[report_power, final]
group	switching, mW	total, mW	internal, mW
clock	0.0639	0.172	0.108
sequential	0.00753	0.164	0.156
combinational	0.0192	0.0438	0.0246
total	0.0907	0.380	0.289
[worst max path at each step]
stage / from / endpoint / slack [ns]
final: in[1] / state[3] / 0.04
after global routing: in[1] / state[3] / 0.007
after CTS: in[1] / state[3] / 0.05
[cells by family (layout without fill, tap and decap cells)]
group | count (synthesis) | count (layout)
flops | 5 | 5
latches | 2 | 2
buf+inv | 2 | 11
compound gates | 4 | 4
simple gates | 7 | 7
fa+ha+maj | 2 | 2
[state kept, by name, indices dropped and copies added (netlist names)]
signal,count
change,1
product,1
state,5
[area by class of cell]
cell class	instances	area share (%)
clock buffer	4	7.05
inverter	2	2.01
sequential	7	34.9
tap	46	15.4
timing repair buffer	5	13.1
multi-input combinational	13	27.5
[metrics by stage]
| stage | setup WS [ns] | TNS (ns) | hold WS, ns |
|---|---|---|---|
| final | 0.0366 | 0 | 0.470 |
| after global routing | 0.00704 | 0 | 0.499 |
| after CTS | 0.0542 | 0 | 0.452 |
| after detailed placement | -0.313 | -0.596 | 0.446 |
| after global placement | -0.235 | -0.446 | 0.433 |
| after floorplan | 0.321 | 0 | 0.352 |
[per-layer routing]
layer	GRT usage (%)	share of wire (%)
met3	1.14	14
met5	0	0
met1	2.20	47
met2	2.49	38
met4	0.528	0
[worst min-delay path, cell delays in order, from the launching register on]
cell and delay (ns):
dfxtp_1 0.32, nand2_1 0.07, nor2_1 0.04
[Yosys cell counts, drive strengths merged]
cell type / n / area [um2]
dfxtp: 5 / 100
inv: 2 / 7.51
dlxtn: 2 / 30.0
a22oi: 2 / 15.0
nor2: 5 / 18.8
ha: 2 / 25.0
or2: 1 / 8.76
a222oi: 1 / 10.0
a211o: 1 / 8.76
nand2: 1 / 3.75
Power and IR drop assume default switching activity.
