--- /design/flow/run.sh ---
#!/bin/bash
# OpenROAD 26Q1-2900-gdf79404cd8, Yosys 0.63+post, stock flow scripts
make -C /OpenROAD-flow-scripts/flow DESIGN_CONFIG=/design/flow/config.mk WORK_HOME=/design/flow/orfs finish
--- /design/flow/config.mk ---
export PLATFORM = sky130hd
export DESIGN_NAME = FSM_pattern_moore
export DESIGN_NICKNAME = FSM_pattern_moore
export VERILOG_FILES = /design/flow/design.v
export SDC_FILE = /design/flow/constraint.sdc
export NUM_CORES = 4
export LEC_CHECK = 1
export CORE_AREA = 10 10 70 70
export DIE_AREA = 0 0 80 80
--- /design/flow/constraint.sdc ---
current_design FSM_pattern_moore

set clk_period 1.2
set clk_io_pct 0.2

create_clock -name clk0 -period $clk_period [get_ports {clk}]

set non_clock_inputs [all_inputs -no_clocks]
set_input_delay [expr $clk_period * $clk_io_pct] -clock clk0 $non_clock_inputs
set_output_delay [expr $clk_period * $clk_io_pct] -clock clk0 [all_outputs]
--- /design/flow/design.v ---
`timescale 1ns / 1ps
module FSM_pattern_moore(
    input wire din,
    input wire clk,
    input wire reset,
    output reg z
    );
    parameter sin=3'b000,s1=3'b001,s10=3'b010,s101=3'b011,s1011=3'b111;  
    reg [2:0] state,next_state;
    always@(posedge clk,posedge reset)
    begin
        if (reset==1)
            state<=sin;
        else
            state<=next_state;           
    end
    always@(state,din)
    begin
        case(state)
        sin:
        begin
        if(din==1)
            next_state=s1;
        else
            next_state=sin;
        z=0;
        end
        s1:
        begin
        if(din==0)
            next_state=s10;
        else
            next_state=s1;
        z=0;
        end 
        s10:
        begin
        if(din==1)
            next_state=s101;
        else
            next_state=sin;
        z=0;        
        end 
        s101:
        begin
        if(din==1)
            next_state=s1011;
        else
            next_state=s10;
        z=0;        
        end 
        s1011:
        begin
        if(din==0)
            next_state=s10;
        else
            next_state=s1;
        z=1;        
        end  
        default:next_state=sin;   
        endcase
    end
endmodule
==> impl_metrics.env <==
# yosys + openroad results
export IMPL_outcome="complete, no violations"
export IMPL_synth_top_cell_area_share_pct=51.6
export IMPL_gp_congestion=0.724
export IMPL_start_kind="flop"
export IMPL_drc=0
export IMPL_cts_hold_buf=0
export IMPL_postLayoutCellArea_um2=308
export IMPL_drtIter0Drc=2
export IMPL_topCombFamilyByArea="simple AND/OR/NAND/NOR gates"
export IMPL_irDropWorstVdd_mv=0.272
export IMPL_rows=21
export IMPL_cp_top_family="flip-flops"
export IMPL_hold_viol_final=0
export IMPL_clkTransAtPathRegs_ns=0.04
export IMPL_cts_setup_buffers=0
export IMPL_lay_top_cells="dfrtp_1, nor2_1, and2_1, clkbuf_4, clkdlybuf4s50_1"
export IMPL_grt_pass1_wl_um=662
export IMPL_final_setup_skew_ns=0.00400
export IMPL_grt_remaining_overflow=0
export IMPL_critPathSlowestCell="dfrtp_1"
export IMPL_ant_nets=0
export IMPL_max_freq_mhz=1240
export IMPL_netlist_instances=15
export IMPL_drt_total_wl_um=360
export IMPL_cts_tree="yes"
export IMPL_ys_sh_adder_pct=0
export IMPL_holdCritPathClass="primary input to async pin"
export IMPL_ys_cells=15
export IMPL_viasPerCell=1.94
export IMPL_die_y_um=80
export IMPL_path_cells="nor3_2 > nor2_1"
export IMPL_n_antenna_cell=0
export IMPL_rsz0062_at_grt="no"
export IMPL_grt_use_total_pct=1.42
export IMPL_drive_above_1_share_pct=22.7
export IMPL_max_stage_delay_ns=0.39
export IMPL_antenna_found_initial=0
export IMPL_port_buffers=3
export IMPL_fill_cells=406
export IMPL_clock_latency_ns=0.24
export IMPL_drv_slew=0
export IMPL_synth_distinct_cells=8
export IMPL_avgSynthCellArea_um2=12.9
export IMPL_path_max_fanout=3
export IMPL_relSlewSlack_pct=87.1
export IMPL_cp_num_buf_inv=0
export IMPL_cts_buffers=3
export IMPL_syn_area_um2=194
export IMPL_critPathCaptureType="flop"
export IMPL_tool_warnings=25
export IMPL_setup_viol=0
export IMPL_post_drt_wl_per_cell_um=5.29
export IMPL_p_leak_nw=0.122
export IMPL_path_class="flop to flop"
export IMPL_synth_flops=6
export IMPL_grt_max_degree=6
export IMPL_worstMarginPinSlew_ns=0.192
export IMPL_aoi_share_pct=4.52
export IMPL_power_density_nw_per_um2=1390
export IMPL_unclocked_regs=1
export IMPL_ios=4
export IMPL_yosys_area_top_type="dfrtp_1"
export IMPL_cts_resized=0
export IMPL_die_w_um=80
export IMPL_placed_area_um2=282
export IMPL_initCoreUtil_pct=5.68
export IMPL_grt_pass1_vias=154
export IMPL_cts_path_max_buffers=2
export IMPL_setup_tns_ns=0
export IMPL_fin_hold_ws_ns=0.203
export IMPL_totalPowerFinal_mw=0.427
export IMPL_simple_gate_share_pct=20.6
export IMPL_layout_cells_most_common="dfrtp_1"
export IMPL_layout_min_cycle_time_ns=0.806
export IMPL_fp_coreArea_um2=3420
export IMPL_ys_chip_area_um2=194
export IMPL_cp_data_required_time_ns=1.32
export IMPL_cap_violations=0
export IMPL_die_area_um2=6400
export IMPL_xor_share_pct=0
export IMPL_untimed_endpoints=2
export IMPL_critPathArrivalTime_ns=0.92
export IMPL_synthMuxAreaShare_pct=0
export IMPL_vias=132
export IMPL_ys_top_cells_by_area="dfrtp_1, dfstp_2, and2_1, dlxtn_1, nor2_1"
export IMPL_ys_warn_count=1
export IMPL_root_buffer="clkbuf_4"
export IMPL_dr_pass1_iters=2
export IMPL_syn_to_final_growth_pct=58.7
export IMPL_cts_max_level=1
export IMPL_finalClockPeriodUsage_pct=67.2
-- registers in the layout (all words and copies together) (netlist names) --
name,count
z,1
state,5
-- metrics by stage --
| step | setup slack (ns) | util (%) | std cells |
|---|---|---|---|
| 2_1_floorplan | 0.422 | - | 15 |
| 3_3_place_gp | 0.187 | 8.24 | 64 |
| 3_5_place_dp | 0.170 | 8.24 | 64 |
| 4_1_cts | 0.392 | 9.01 | 68 |
| 5_1_grt | 0.359 | 9.01 | 68 |
| 6_report | 0.394 | 9.01 | 68 |
-- where the power goes --
| group | switching, mW | total, mW | leakage (nW) | internal [mW] |
|---|---|---|---|---|
| Combinational | 0.0177 | 0.0391 | 0.0344 | 0.0214 |
| Clock | 0.0629 | 0.188 | 0.0150 | 0.125 |
| Sequential | 0.00785 | 0.200 | 0.0730 | 0.192 |
-- worst paths after layout --
path                           from  depth (start not counted)        to  slack [ns]
setup / recovery           state[4]                          2  state[1]        0.39
hold / removal                reset                          2  state[4]        0.20
setup reg to reg           state[4]                          2  state[1]        0.39
hold reg to reg            state[3]                          1  state[4]        0.49
max in group asynchronous     reset                          2  state[0]        0.76
min in group clk0          state[3]                          1  state[4]        0.49
-- area by class of cell --
type	instances	area, um2	area share [%]
tap	46	57.6	18.7
clock buffer	4	26.3	8.54
inverter	1	3.75	1.22
sequential	6	141	45.9
multi-input combinational	8	48.8	15.9
timing repair buffer	3	30.0	9.76
-- metal layers --
| metal | vias up | global-route usage (%) | wire (um) |
|---|---|---|---|
| met1 | 63 | 1.55 | 168 |
| li1 | 61 | - | - |
| met2 | 8 | 1.28 | 106 |
| met5 | - | 0 | 0 |
| met3 | 0 | 2.16 | 85 |
| met4 | 0 | 0.528 | 0 |
-- synth_stat cells --
cell and count:
nor3_2 1, dfstp_2 1, inv_1 1, o31a_1 1, dfrtp_1 4, nor2_1 3, and2_1 3, dlxtn_1 1
-- kinds of logic (layout without fill, tap and decap cells) --
kind of cell / after synthesis / after routing
latches: 1 / 1
and+or+nand+nor: 7 / 7
buffers and inverters: 1 / 8
DFF: 5 / 5
AOI/OAI and AO/OA: 1 / 1
No activity file was given, so power comes from the tool's default toggle rates.
