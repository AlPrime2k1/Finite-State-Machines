$ cat design/flow/design.v
`timescale 1ns / 1ps
module APB_master(
input transfer,
input [7:0] readaddr,writeaddr,
input [7:0] datatowrite,
input PCLK,
input PRESETn,       
input [7:0] PRDATA,   
input PWRITE,         
input PREADY,         
output reg [7:0] readint,  
output reg [7:0] READOUT,  
output reg [7:0] writeint, 
output reg PSEL,
output reg PENABLE,
output reg [7:0]PADDR, 
output reg [7:0]PWDATA  
    );
    reg [1:0] state, next_state;
    parameter IDLE = 2'b00, SETUP = 2'b01, ACCESS = 2'b11;
    always @(posedge PCLK)
    begin
        if(PRESETn)
            state <= IDLE;
	else
	    state <= next_state;
    end
    always@(*)
    begin
        if (PRESETn)  
            next_state <= IDLE;
        else
        begin
            case(state)
            IDLE:
            begin
                PSEL=0;
                PENABLE=0;
                if(transfer)
                    next_state<= SETUP;
                else
                    next_state<=IDLE;
            end
            SETUP:
            begin
                PSEL=1;
                PENABLE=0;
                if (PWRITE)  
                begin
                    PADDR=writeaddr;
                    next_state<=ACCESS;
                end
                else   
                begin
                    PADDR=readaddr;
                    next_state<=ACCESS;                    
                end                
            end
            ACCESS:
            begin
                PSEL=1;
                PENABLE=1;
                if (PWRITE)  
                begin
                    if(PREADY)  
                    begin
                        writeint=datatowrite;
                        if (transfer)  
                            next_state<=SETUP;
                        else
                            next_state<=IDLE;
                    end
                    else  
                        next_state<=ACCESS;  
                end
                else  
                begin
                    if (PREADY)  
                    begin
                        readint=PRDATA;
                        if(transfer)  
                            next_state<=SETUP;
                        else 
                            next_state<=IDLE;
                    end
                    else  
                        next_state<=ACCESS;
                end
            end
            default:next_state<=IDLE;
            endcase
        end
    end
    always@(posedge PCLK)
    begin
        PWDATA<=writeint;	  
        READOUT<=readint; 	  
    end    
    endmodule
$ cat design/flow/run.sh
#!/bin/bash
# OpenROAD 26Q1-2900-gdf79404cd8, Yosys 0.63+post, stock flow scripts
make -C /OpenROAD-flow-scripts/flow DESIGN_CONFIG=/design/flow/config.mk WORK_HOME=/design/flow/orfs finish
$ cat design/flow/config.mk
export PLATFORM = sky130hd
export DESIGN_NAME = APB_master
export DESIGN_NICKNAME = APB_master
export VERILOG_FILES = /design/flow/design.v
export SDC_FILE = /design/flow/constraint.sdc
export NUM_CORES = 4
export LEC_CHECK = 1
export CORE_AREA = 10 10 107 107
export DIE_AREA = 0 0 117 117
$ cat design/flow/constraint.sdc
current_design APB_master

set clk_period 1.0
set clk_io_pct 0.2

create_clock -name clk0 -period $clk_period [get_ports {PCLK}]

set non_clock_inputs [all_inputs -no_clocks]
set_input_delay [expr $clk_period * $clk_io_pct] -clock clk0 $non_clock_inputs
set_output_delay [expr $clk_period * $clk_io_pct] -clock clk0 [all_outputs]
==> run summary <==
Log Warnings: 25
Post-synth top cells: dlxtn_1, dfxtp_1, mux2_2
Critical Path Source: PWDATA[5]
Slowest CP cell: dfxtp_1
FF-to-FF setup slack: 0.25 ns
Synth top area share: 41.27%
Initial antenna violation count: 0
Most frequent cell after synthesis: dlxtn_1
DRC violations left: 0
FF-to-FF Start: state[2]
Lkg Pwr: 0.0007727 µW
Syn Std Cell Area: 945.9 µm²
Yosys top cell by area: dlxtn_1
Worst-case clock buffer depth: 2
Top Ports: 79
Yosys xor share: 0%
Fin crit period: 0.9648 ns
Num CTS Buffers: 3
Worst Skew: 0.00004025 ns
Crit. path cell count: 1
Clk slew on worst S/H paths: 0.07 ns
Layout cells sized above 1: 12.08%
Top cells by area: dlxtn_1, dfxtp_1, mux2_2, o21bai_1, nand2b_1
Hold Crit Class: reg -> reg
Vias in the first global route: 803
CP arrival: 0.76 ns
Global-route wire length before repair: 4057 µm
Cell area power density: 934.3 nW/µm²
R2R depth: 2
Max FO, Critical Path: 1
# Cells Yosys: 66
Layout Area Growth over Synthesis: 102.8%
TritonCTS clock tree: yes
Chip height: 117 µm
Drt total wl: 2892 µm
Main flop type: dlxtn_1
CP cell instances: dlygate4sd2_1
Post-Place Cells: 256
Outcome: finished clean
Achievable frequency: 1036 MHz
Mux frac, synth: 9.524%
Die Area: 13,690 µm²
Hold slack: 0.4665 ns
Setup Viol. Count Final: 0
Worst relative slew slack: 66.98%
Maxcap violations: 0
Adders+Majority by Area: 0%
CP Capture Point: PWDATA[5]
Startpoint Class: flip-flop
Register pins left without a clock: 26
Post-synth EDFFs: 0
Worst slew pin tran: 0.4937 ns
Post-DR vias/cell: 2.915
Diode count: 0
Worst-Skew Late Latency: 0.25 ns
Fin cells: 260
Synthesized area per cell: 14.33 µm²
Pin count of the biggest net entering global routing: 11
Antenna-violating nets left: 0
Post-Synthesis Cells: 66
Synth flops: 45
Initial Utilization: 10.29%
Num rows: 35
First drt pass iteration count: 2
Delay-heaviest family, CP: flip-flops
Min setup slack post-route: 0.03515 ns
Worst path bufs/invs: 1
Core Footprint: 9196 µm²
Worst VDD drop: 0.3347 mV
Worst hold start: state[1]
Endpoints left unconstrained: 68
H-tree Lvls: 1
RD Place Congestion: 0.6826
Yosys stat chip area: 945.9 µm²
Post-place setup slack: -0.03922 ns
Finished Core Util: 20.86%
Syn. warnings: 1
Final HPWL DP: 2553 µm
CP required: 0.80 ns
Starting DRT DRC Count: 13
Simple share: 4.762%
CP endpoint kind: output pin
Slew Viols, Final: 0
Crit Path Category: reg -> out
Vias: 758
GRT overflow: 0
RSZ-0062 raised after global routing: false
Total GRT Usage: 3.767%
Final worst-path cycle share: 96.48%
IO buf count: 78
AO/OA Area Share: 2.646%
R2r endpoint: state[1]
Root Driver: clkbuf_8
DR WL/cell: 11.12 µm
Top non-seq family: multiplexers
Die X: 117 µm
Ys async rst share: 0%
Post-synth cell types: 13
Final hold viol count: 0
Crit path largest cell delay: 0.29 ns
repair_timing:
action | CTS | global route
gates resized | 19 | 16
hold buffers | 0 | 0
endpoints found under the setup margin | 16 | 13
setup buffers | 0 | 0
layout by cell type (no fill, tap or decap), types with 2 or more instances in the layout:
cell type        synthesis  routed
buf_4                    0       2
clkbuf_8                 0       3
dfxtp_2                  0       4
clkdlybuf4s15_1          0      15
nand2b_1                 2       2
o21bai_1                 2       2
clkdlybuf4s50_1          0      62
a21oi_1                  2       2
dlxtn_1                 26      26
mux2_2                   8       8
dfxtp_1                 19      15
how the worst min path moves through the flow:
stage / to / cells past startpoint
after CTS: state[2] / 2
after global routing: state[2] / 2
final: state[2] / 2
power by group:
group,internal (µW),switching (µW),total [µW]
clock,282,235,517
combinational,290,63.3,353
sequential,888,33.4,921
total,1460,332,1790
layer usage:
layer	track usage, %	wire, µm
met5	0	0
met4	0.3295	9
met3	2.064	455
met2	6.262	1238
met1	4.346	1188
stage by stage:
stage / instance area (µm²) / TNS, ns / total power (µW)
5_1_grt: 1918 / 0 / 1910
4_1_cts: 1898 / 0 / 1831
3_5_place_dp: 1869 / -0.08561 / 1317
2_1_floorplan: 945.9 / 0 / 963.9
3_3_place_gp: 1869 / -0.02465 / 1313
6_report: 1918 / 0 / 1792
cells by family after synthesis:
logic type / count (synthesis)
mux: 8
compound gates: 4
latches: 26
flops: 19
simple gates: 7
buf+inv: 2
sequential cells by signal, summed over array words and instances (netlist names):
| register | cells |
|---|---|
| PADDR | 8 |
| PWDATA | 8 |
| READOUT | 8 |
| readint | 8 |
| writeint | 8 |
| state | 3 |
| PENABLE | 1 |
| PSEL | 1 |
area by class of cell:
| cell class | instances | area, µm² |
|---|---|---|
| clock buffers | 4 | 45.04 |
| fillers | 995 | 7278 |
| inverters | 1 | 3.754 |
| multi-input cells | 19 | 160.2 |
| flip-flops and latches | 45 | 775.7 |
| well taps | 111 | 138.9 |
| repair buffers | 80 | 794.5 |
Power figures rest on the tool's default switching activity, not on a simulated workload.
